==> flow/design.v <==
module SPI(
input clk, newd, rst,
input [11:0] din,
output reg cs, MOSI, sclk);
  typedef enum bit [1:0] {idle = 2'b00, enable = 2'b01, send = 2'b10, comp = 2'b11} state_type;
  state_type state = idle;
  int countc = 0;
  int count = 0;
  always @(posedge clk) begin
    if(rst == 1) begin
      countc <= 0;
      sclk <= 1'b0;
    end
    else if(countc < 10) begin
        countc <= countc + 1;
        end
    else
      begin
      countc <= 0;
        sclk = ~sclk;
      end
  end
  reg [11:0] temp;
  always @(posedge sclk) begin
    if(rst == 1'b1) begin
      cs <= 1'b1;
      MOSI <= 1'b0;
    end
    else begin
    case(state)
      idle: begin
      		temp <= 8'h00;
        	cs <= 1'b1;
        MOSI = 1'b0;
        if(newd == 1'b1) begin
          state <= enable;
        end
        else
          state <= idle;
      end
      enable:begin
        cs <= 1'b0;
        temp <= din;
        state <= send;
      end
      send:begin
        if(count<12) begin
          MOSI = temp[count];
          count <= count + 1'b1;
          state <= send;
        end
        else
          begin
          	count <= 0;
            state <= comp;
          end
      end
      comp: begin
        state <= idle;
      end
      default: state <= idle;
    endcase
    end
  end
endmodule
interface spi_if;
  logic clk, newd, rst;
  logic [11:0] din;
  logic cs, MOSI, sclk;
endinterface
==> flow/run.sh <==
#!/bin/bash
# OpenROAD 26Q1-2900-gdf79404cd8, Yosys 0.63+post, stock flow scripts
make -C /OpenROAD-flow-scripts/flow DESIGN_CONFIG=/design/flow/config.mk WORK_HOME=/design/flow/orfs finish
==> flow/config.mk <==
export PLATFORM = sky130hd
export DESIGN_NAME = SPI
export DESIGN_NICKNAME = SPI
export VERILOG_FILES = /design/flow/design.v
export SDC_FILE = /design/flow/constraint.sdc
export NUM_CORES = 4
export LEC_CHECK = 1
export CORE_UTILIZATION = 50
==> flow/constraint.sdc <==
current_design SPI

set clk_period 5.0
set clk_io_pct 0.2

create_clock -name clk0 -period $clk_period [get_ports {clk}]

set non_clock_inputs [all_inputs -no_clocks]
set_input_delay [expr $clk_period * $clk_io_pct] -clock clk0 $non_clock_inputs
set_output_delay [expr $clk_period * $clk_io_pct] -clock clk0 [all_outputs]
==> impl_metrics.yaml <==
# yosys + openroad results
placement:
  gp_congestion: 0.7975
  io_buffers: 17
  dp_hpwl_mm: 4.691
  dp_cells: 495
  preCtsSetupSlack_ps: 2687
yosys:
  synth.cell_area_mm2: 0.003990
  ff_type: "edfxtp_1"
  yosys_cells: 386
  synth_warnings: 1
  synth.distinct_cells: 37
  synth_seq_share: 0.5218
  syn_area_per_cell_um2: 10.34
  yosysChipArea_mm2: 0.003990
  synthArstFlopShare: 0
  ys.flops: 81
  synthCells: 386
  synth-edff-count: 46
timing:
  slew_headroom: 0.3919
  drv_slew: 0
  rsz0062_at_grt: "false"
  unclocked_regs: 48
  finalClockPeriodUsage: 0.4126
  setup_slack_ps: 2937
  fin_hold_ws_ps: 460.4
  untimed_endpoints: 96
  clock_skew_ps: 5.880
  clock.fmax_mhz: 484.7
  finalCriticalPeriod_ps: 2063
  tightest_slew_ps: 908.7
  setup_violations: 0
  tns_ps: 0
  hold_viol: 0
floorplanning:
  rows: 32
  coreArea_mm2: 0.007727
  dieWidth_um: 91.33
  die.size.y_um: 91.33
  io-pin-count: 18
  die_area_mm2: 0.008341
  fp_util: 0.5164
route:
  wire_per_inst_um: 13.57
  final_antenna_net_count: 0
  diodes: 0
  dr.pass1.iters: 4
  drt_iter0_drc: 184
  wl_mm: 6.826
  num_vias: 2737
  vias_per_cell: 5.441
  drc: 0
setup_path:
  worst_setup_path_end_kind: "output port"
  cp_max_fo: 2
  slowest_stage: "clkdlybuf4s50_1"
  path_class: "reg -> out"
  crit_buf_inv: 1
  crit_arrival_ps: 1060
  critical_path.max_stage_delay_ps: 460
  crit_required_ps: 4000
  startpoint_type: "flip-flop"
  crit_family: "buffers and inverters"
  crit_chain: "clkdlybuf4s50_1"
clock_tree:
  cts_tree: "yes"
  cts_hold_buf: 0
  cts_resized: 0
  clk_latency_ps: 280
  h-tree-depth: 2
  clkTransAtPathRegs_ps: 60
  cts_made_buffers: 5
  clockBufferDepth: 2
  post_cts_buffers: 0
  root_buffer: "clkbuf_8"
grt:
  gr-usage-all-layers: 0.1861
  met1_usage: 0.3633
  grt_use_met2: 0.2525
  grt_pass1_wl_mm: 11.96
  grt_max_degree: 50
  antenna_found_initial: 0
  grt_pass1_vias: 2501
  grt_overflow: 0
  use_met3: 0.02296
  busiest_layer: "met1"
job:
  warning_count: 28
  maxCapViolCount: 0
finish:
  layout.cells.most_common_list: "nor2_1, edfxtp_1, xor2_1"
  logic_area_mm2: 0.001815
  final_common_cell: "nor2_1"
  drive_above_1_share: 0.05237
  fillers: 702
  area_delta_synth_final_pct: 8.843
  fin_util: 0.5620
  final_cells: 503
  ff_latch_area_mm2: 0.002082
worst_hold_path:
  holdCritPathClass: "reg -> reg"
power_and_ir_drop:
  ir_drop_mv: 0.1679
  power.density_mw_per_mm2: 111.2
  p_leak_nw: 1.502
status:
  status: "finished, final reports clean"
## cells by family (layout without fill, tap and decap cells)
family,count (synthesis),in the layout,synth area share
buf+inv,23,38,0.02477
simple gates,200,200,0.2675
xor+xnor,56,56,0.1229
fa+ha+maj,6,6,0.01881
compound gates,16,16,0.02477
mux,4,4,0.01944
flops,81,81,0.5218
## path summary, 6_finish.rpt
kind,startpoint,endpoint,slack (ps),cells after the start
worst min-delay path,countc[31],countc[31],460,1
worst max register to register,countc[7],countc[29],3040,5
worst max-delay path,sclk,sclk,2940,1
worst min register to register,countc[31],countc[31],460,1
## stage by stage
step,cell area (um2),power [W]
floorplan,3990,0.0002885
global route,4343,0.0005057
detailed placement,4263,0.0003033
finish,4343,0.0004831
CTS,4343,0.0004892
global placement,4263,0.0003029
## layer usage
metal / wire, um / vias to the layer above / part of all wire
li1: - / 1401 / -
met1: 3629 / 1287 / 0.53
met2: 2905 / 47 / 0.43
met3: 280 / 2 / 0.041
met4: 10 / 0 / 0.0015
met5: 0 / - / 0
## report_power, final
group	leakage (nW)	switching [W]	total [W]	internal [W]
sequential	0.713	0.00000312	0.000272	0.000269
clock	0.0395	0.0000873	0.000186	0.0000987
combinational	0.750	0.0000110	0.0000247	0.0000137
total	1.50	0.000101	0.000483	0.000382
## state kept, by name, indices dropped and copies added, names as in the netlist
register / flops
count: 32
countc: 32
temp: 12
state: 2
MOSI: 1
cs: 1
sclk: 1
## synth_stat cells, drive strengths merged (8+ instances only)
library cell   n  area (um2)
dfxtp         35       700.7
edfxtp        46        1381
nor2          68       257.8
inv            8       30.03
and2          15       93.84
nand4         25       171.4
xor2          44       385.4
nand3         26       142.6
clkbuf        12       45.04
xnor2         12       105.1
nor4          19       133.9
and3          11       70.07
nand2         18       67.56
## layout make-up
cell class / instances / share of cell area
flip-flops and latches: 81 / 0.4794
multi-input cells: 282 / 0.4180
inverters: 8 / 0.006914
clock buffers: 8 / 0.01844
repair buffers: 22 / 0.04782
well taps: 102 / 0.02939
No activity file was given, so power comes from the tool's default toggle rates.
