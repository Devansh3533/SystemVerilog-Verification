==> design.v <==
module uart_tx
  #(parameter clk_frequency = 1000000,
   parameter baud_rate = 9600)(
input clk, rst, newd,
  input [7:0] data_in,
  output reg tx, 
  output reg done_tx);
  localparam clkcount = (clk_frequency/baud_rate);
  integer count;
  integer countd = 0;
  reg uclk = 0;
  reg uclk_en = 0;
  typedef enum bit [1:0] {idle = 2'b00, start = 2'b01, transfer = 2'b10, stop = 2'b11} state_type;
  state_type state;
  always @(posedge clk) begin
    if(rst) begin
    	count <= 0;
      uclk <= 0;
      uclk_en <= 0;
    end
    else if(count == clkcount/2) begin
      count <= 0;
    uclk <= ~uclk;		 
    uclk_en <= 1;
    end
    else
      begin
      count <= count + 1;
      uclk_en <= 0;
      end
  end
  reg [7:0] din;
  always @(posedge clk) begin
    tx <= 1;
    state <= idle;
    if(rst) begin
      din <= 0;
      tx <= 1;
      done_tx <= 0;
      uclk <= 0;
      state = idle;
    end
    else if(uclk_en) begin
      case(state)
      idle: begin
      	done_tx <= 0;
        tx <= 1;
        if(newd == 1)
          state <= start;
        else
          state <= idle;
      end
      start:begin
      	din <= data_in;
        tx <= 0;
        state <= transfer;
      end
      transfer:begin
        if(countd < 8) begin
          tx <= din[countd];
          countd <= countd + 1;
          state <= transfer;
        end
        else
          begin
          	countd <= 0;
            state <= stop;
          end
      end
      stop:begin
      	done_tx <= 1;
        tx <= 1;
        state <= idle;
        countd <= 0;
        state <= idle;
      end
        default: state <= stop;
      endcase
    end
  end
endmodule
module uart_rx #(parameter clk_frequency = 1000000,
                   baud_rate = 9600)(
  input clk, rst, rx,
  output reg done,
  output reg [7:0] rxdata);
  localparam clkcount = (clk_frequency/baud_rate);
  integer count;
  integer countd = 0;
  reg uclk = 0;
  reg uclk_en = 0;
  always @(posedge clk) begin
    if(rst) begin
    	count <= 0;
      uclk <= 0;
      uclk_en <= 0;
    end
    else if(count == clkcount/2) begin
      count <= 0;
    uclk <= ~uclk;		 
    uclk_en <= 1;
    end
    else
      begin
      count <= count + 1;
      uclk_en <= 0;
      end
  end
typedef enum bit [1:0]{idle = 2'b00, start = 2'b01, transfer = 2'b10, stop = 2'b11} state_type;
state_type state;
    reg [7:0] tx_data;
    always @(posedge clk) begin
      if(rst)begin
      done <= 0;
      uclk <= 0;
      state = idle;
      end
      else if(uclk_en) begin
        case(state)
        idle:begin
        	done <= 0;
          	rxdata <= 0;
          if(rx == 0)
            state <= start;
          else
            state <= idle;
        end
          start:begin
         	state <= transfer;
          end
          transfer:begin
            if(countd < 8) begin
            tx_data <= {rx, tx_data[7:1]};
            countd <= countd + 1;
            state <= transfer;
            end
            else begin
            countd <= 0;
            state <= stop;
            end
          end
          stop: begin
          done <= 1;
          rxdata <= tx_data;
          state <= idle;
          end
          default: state <= idle;
        endcase
      end
    end   
endmodule
module uart_top
#(
parameter clk_freq = 1000000,
parameter baud_rate = 9600
)
(
  input clk,rst, 
  input rx,
  input [7:0] dintx,
  input newd,
  output tx, 
  output [7:0] doutrx,
  output donetx,
  output donerx
    );
uart_tx 
#(clk_freq, baud_rate) 
utx   
(clk, rst, newd, dintx, tx, donetx);   
uart_rx 
#(clk_freq, baud_rate)
rtx
(clk, rst, rx, donerx, doutrx);    
endmodule
==> run.sh <==
#!/bin/bash
# OpenROAD 26Q1-2900-gdf79404cd8, Yosys 0.63+post, stock flow scripts
make -C /OpenROAD-flow-scripts/flow DESIGN_CONFIG=/design/flow/config.mk WORK_HOME=/design/flow/orfs finish
==> config.mk <==
export PLATFORM = sky130hd
export DESIGN_NAME = uart_top
export DESIGN_NICKNAME = uart_top
export VERILOG_FILES = /design/flow/design.v
export SDC_FILE = /design/flow/constraint.sdc
export NUM_CORES = 4
export LEC_CHECK = 1
export CORE_UTILIZATION = 40
==> constraint.sdc <==
current_design uart_top

set clk_period 7.0
set clk_io_pct 0.2

create_clock -name clk0 -period $clk_period [get_ports {clk}]

set non_clock_inputs [all_inputs -no_clocks]
set_input_delay [expr $clk_period * $clk_io_pct] -clock clk0 $non_clock_inputs
set_output_delay [expr $clk_period * $clk_io_pct] -clock clk0 [all_outputs]
==> out/qor.json <==
{
  "status": {
    "outcome": "finished, final reports clean"
  },
  "yosys": {
    "syn_inst": 799,
    "async_flop_share_pct": 0,
    "count_of_library_flops_with_an_enable_pin": 80,
    "synth.cell_area_mm2": 0.00792,
    "ys_warn_count": 2,
    "synthFlopType": "sky130_fd_sc_hd__dfxtp_1",
    "yosys_cell_count": 799,
    "syn-mean-instance-area_um2": 9.91,
    "synth.lib_cells_used.distinct": 58,
    "synth.yosys.chip_area_mm2": 0.00792,
    "synth.ff_latch_count": 165,
    "yosysSeqAreaShare_pct": 51.8
  },
  "sta": {
    "worst_slack_ns": 4.24,
    "timing.final.crit_period_ns": 2.76,
    "max_freq_ghz": 0.362,
    "finalSetupViolations": 0,
    "max_slew_margin_pct": 49.2,
    "rsz0062_at_grt": "false",
    "final_max_slew_viol_count": 0,
    "final.setup_skew_ns": 0.00826,
    "worstMarginPinSlew_ns": 0.758,
    "hold_viol": 0,
    "fin_hold_ws_ns": 0.444,
    "period_used_pct": 39.5,
    "setup_total_negative_slack_ns": 0
  },
  "setup_path": {
    "cp-startpoint": "rst",
    "critical_path.startpoint_type": "primary input",
    "path_max_fanout": 26,
    "critPathKind": "primary input to flop",
    "ff2ff_path_depth": 6,
    "worst_setup_slack_for_register_to_register_paths_ns": 4.71,
    "cp_data_required_time_ns": 7.05,
    "timing.critical_path.arrival_ns": 2.81,
    "crit_path_end_kind": "flop",
    "timing.rr.start": "utx.count[0]",
    "regToRegEndpoint": "utx.count[30]",
    "setup.worst_path.end": "rtx.tx_data[6]"
  },
  "final_layout": {
    "post-route-util_pct": 45.9,
    "layout.area.seq_mm2": 0.00410,
    "final-comb-area_mm2": 0.00362,
    "drive_gt1_share_pct": 6.65,
    "synthToLayoutAreaGrowth_pct": 12.9,
    "fillerInstances": 1811
  },
  "floorplanning": {
    "placementRows": 51,
    "die_h_um": 143,
    "fp-utilization_pct": 40.7,
    "fp.dieArea_mm2": 0.0204,
    "die_width_um": 143,
    "core_area_mm2": 0.0195,
    "ios": 23
  },
  "power_and_ir_drop": {
    "totalPowerFinal_mw": 1.90,
    "pwr_density_cell_mw_per_mm2": 212,
    "leakage_nw": 3.12,
    "vdd_ir_drop_max_v": 0.000163
  },
  "cts": {
    "postCtsHoldBufs": 0,
    "cts_tree": "yes",
    "ctsRootBufferMaster": "sky130_fd_sc_hd__clkbuf_16",
    "clock_buffers_created_by_tritoncts": 17,
    "clkSlewWorstSetupHoldPaths_ns": 0.06,
    "clockBufferDepth": 2,
    "clock_tree.htree_level_count": 4,
    "post_cts.resized_instances": 0,
    "cts_sinks": 165,
    "worst_skew_pair.late_latency_ns": 0.42,
    "post-cts-setup-buffers": 0
  },
  "detailed_routing": {
    "route.antenna.diode_count": 0,
    "wirelength_mm": 14.1,
    "drt-pass1-iter-count": 6,
    "detailedRoute.firstIterationViolations": 383,
    "drt.antenna.violating_nets": 0,
    "route.detailed.vias_per_inst": 5.06,
    "wire_per_inst_um": 12.9,
    "routed-via-count": 5521,
    "drc": 0
  },
  "placed_design": {
    "buffer_ports.inserted": 22,
    "pre_cts_setup_slack_ns": 3.78,
    "dp.final_hpwl_mm": 9.23,
    "globalplace.congestion": 0.792
  },
  "global_route": {
    "grt_remaining_overflow": 0,
    "antenna_found_initial": 0,
    "grt.total_usage_pct": 14.6,
    "grt_start_max_net_pins": 35,
    "grt_pass1_vias": 4953,
    "grt_pass1_wl_mm": 23.4
  },
  "job": {
    "cap_viol_max_count": 0,
    "openroad.warnings": 27
  },
  "hold_path": {
    "hold_class": "flop to flop"
  }
}
## how the worst min path moves through the flow
stage         startpoint             end  slack (ns)  cells past startpoint
4_1_cts   rtx.tx_data[4]  rtx.tx_data[3]        0.45                      0
6_report  rtx.tx_data[4]  rtx.tx_data[3]        0.44                      0
5_1_grt   rtx.tx_data[1]  rtx.tx_data[0]        0.46                      0
## critical path, stage by stage
cell and delay (ns):
sky130_fd_sc_hd__clkdlybuf4s50_1 0.41, sky130_fd_sc_hd__buf_4 0.22, sky130_fd_sc_hd__nor2_1 0.20, sky130_fd_sc_hd__nand2_1 0.10
sky130_fd_sc_hd__nor2_1 0.47
## cell type report
class | count | share of cell area (%)
tap | 265 | 3.71
clock inverter | 9 | 0.896
clock buffer | 23 | 5.24
timing repair buffer | 28 | 2.97
inverter | 19 | 0.798
sequential | 165 | 45.9
multi-input combinational | 583 | 40.5
## state kept, by name, indices dropped and copies added (netlist names)
name,flops
rtx.done,1
utx.uclk_en,1
utx.tx,1
rtx.rxdata,8
rtx.uclk_en,1
utx.countd,32
rtx.count,32
utx.state,4
utx.count,32
rtx.tx_data,8
rtx.state,4
utx.done_tx,1
utx.din,8
rtx.countd,32
## stage by stage
step / instances / instance area (um2)
after floorplan: 799 / 7920
after global placement: 1060 / 8390
after detailed placement: 1060 / 8390
after CTS: 1092 / 8940
after global routing: 1092 / 8940
final: 1092 / 8940
## Yosys cell counts (4+ instances only)
cell	count	area, um2
sky130_fd_sc_hd__or4_1	9	67.6
sky130_fd_sc_hd__nand3_1	49	245
sky130_fd_sc_hd__nand4_1	44	275
sky130_fd_sc_hd__nor2_1	131	492
sky130_fd_sc_hd__nor4_1	24	150
sky130_fd_sc_hd__o21ai_0	8	40.0
sky130_fd_sc_hd__xor2_1	75	657
sky130_fd_sc_hd__nand2_1	54	203
sky130_fd_sc_hd__nor3_1	13	65.1
sky130_fd_sc_hd__a21oi_1	29	145
sky130_fd_sc_hd__or3_1	7	43.8
sky130_fd_sc_hd__nand2b_1	4	25.0
sky130_fd_sc_hd__and2_1	18	113
sky130_fd_sc_hd__o31ai_1	9	67.6
sky130_fd_sc_hd__edfxtp_1	80	2400
sky130_fd_sc_hd__buf_2	8	40.0
sky130_fd_sc_hd__inv_1	19	71.3
sky130_fd_sc_hd__and3_1	20	125
sky130_fd_sc_hd__dfxtp_1	85	1700
sky130_fd_sc_hd__xnor2_1	26	228
sky130_fd_sc_hd__clkbuf_1	20	75.1
sky130_fd_sc_hd__and4_1	14	123
sky130_fd_sc_hd__ha_1	6	75.1
## power by group
group,switching (mW),total (mW),internal (mW),leakage [nW]
logic,0.0138,0.0255,0.0117,1.34
clock network,0.357,0.863,0.506,0.261
registers,0.00342,1.01,1.01,1.52
## cell usage in the layout (no fill, tap or decap), drive strengths merged, types with 23 or more instances in the layout
master,synthesis,routed
nand2,55,55
edfxtp,80,80
nor2,132,132
xor2,75,75
xnor2,26,26
dfxtp,85,85
a21oi,29,29
nand3,50,50
nor4,26,26
nand4,46,46
clkbuf,21,23
## layer usage
layer | track usage, % | routed length, um
met2 | 21.3 | 5960
met3 | 2.80 | 562
met4 | 1.64 | 152
met5 | 0 | 0
met1 | 24.3 | 7430
## cells by family (layout without fill, tap and decap cells)
group	count (synthesis)	after routing	share of synthesized area, %
xor gates and xnor gates	101	101	11.2
adders and majority gates	6	6	0.948
AOI/OAI and AO/OA	59	59	4.60
DFF	165	165	51.8
muxes	3	3	0.695
and+or+nand+nor	414	414	28.1
buffers and inverters	51	79	2.70
Power figures rest on the tool's default switching activity, not on a simulated workload.
