==> /design/flow/design.v <==
module FIFO(input clk, rst, wr, rd,
            input [7:0] din, output reg [7:0] dout,
            output empty, full);
  reg [3:0] wptr = 0, rptr = 0;
  reg [4:0] cnt = 0;
  reg [7:0] mem [15:0];
  always @(posedge clk)
    begin
      if (rst == 1'b1)
        begin
          wptr <= 0;
          rptr <= 0;
          cnt <= 0;
        end
      else if (wr && !full)
        begin
          mem[wptr] <= din;
          wptr <= wptr + 1;
          cnt <= cnt + 1;
        end
      else if (rd && !empty)
        begin
          dout <= mem[rptr];
          rptr <= rptr + 1;
          cnt <= cnt - 1;
        end
    end
  assign empty = (cnt == 0) ? 1'b1 : 1'b0;
  assign full  = (cnt == 16) ? 1'b1 : 1'b0;
endmodule
interface fifo_if;
  logic clock, rd, wr;         
  logic full, empty;           
  logic [7:0] data_in;         
  logic [7:0] data_out;        
  logic rst;                   
endinterface
==> /design/flow/run.sh <==
#!/bin/bash
# OpenROAD 26Q1-2900-gdf79404cd8, Yosys 0.63+post, stock flow scripts
make -C /OpenROAD-flow-scripts/flow DESIGN_CONFIG=/design/flow/config.mk WORK_HOME=/design/flow/orfs finish
==> /design/flow/config.mk <==
export PLATFORM = sky130hd
export DESIGN_NAME = FIFO
export DESIGN_NICKNAME = FIFO
export VERILOG_FILES = /design/flow/design.v
export SDC_FILE = /design/flow/constraint.sdc
export NUM_CORES = 4
export LEC_CHECK = 1
export CORE_UTILIZATION = 40
==> /design/flow/constraint.sdc <==
current_design FIFO

set clk_period 4.3
set clk_io_pct 0.2

create_clock -name clk0 -period $clk_period [get_ports {clk}]

set non_clock_inputs [all_inputs -no_clocks]
set_input_delay [expr $clk_period * $clk_io_pct] -clock clk0 $non_clock_inputs
set_output_delay [expr $clk_period * $clk_io_pct] -clock clk0 [all_outputs]
==> flow_metrics.py <==
# Flow results
metrics = {
    "synth": {
        "postSynthCellCount": 359,
        "top_area_share_pct": 67.4,
        "ys_warn_count": 1,
        "synthTopCellsByCount": "edfxtp_1, mux2i_1, nor2_1, a221oi_1, mux4_2",
        "ys_area_sq_um": 6060,
        "ys_cells": 359,
        "ys_seq_share_pct": 71.7,
        "async_flop_share_pct": 0,
        "ys_top_logic_family": "multiplexers",
        "synth-xor-area-share_pct": 0.867,
        "synth_cell_type_count": 39,
        "ys_ff": 149,
        "fa_ha_area_share_pct": 1.98,
        "most_common_cell": "edfxtp_1",
        "synth.area.top_cells": "edfxtp_1, mux4_2, mux2i_1",
        "edf_count": 136,
        "avgSynthCellArea_sq_um": 16.9,
        "mux_share_pct": 11.4,
        "synth_area_sq_um": 6060,
        "synthFlopType": "edfxtp_1",
        "aoi_share_pct": 7.87,
        "largest_area_cell": "edfxtp_1",
        "synthSimpleGateAreaFrac_pct": 4.38,
    },
    "sta": {
        "finalCriticalPeriod_ns": 3.35,
        "hold_viol": 0,
        "setup_violations": 0,
        "max_slew_margin_pct": 36.7,
        "fin_skew_ns": 0.00645,
        "rsz0062_at_grt": "no",
        "fin_ws_ns": 0.951,
        "finalCritPeriodShare_pct": 77.9,
        "tns_ns": 0,
        "worstMarginPinSlew_ns": 0.946,
        "fmax_mhz": 299,
        "slew_violations": 0,
    },
    "cts": {
        "ctsLongestPathBuffers": 2,
        "root_buffer": "clkbuf_16",
        "hold_buffers": 0,
        "numClockSinks": 149,
        "htree_num_levels": 4,
        "cts_tree": "built",
        "clk_pin_slew_ns": 0.06,
        "cts_setup_buffers": 0,
        "clock_latency_ns": 0.41,
        "cts_buffers": 17,
        "cts_resized": 0,
    },
    "outcome": {
        "status": "complete, no violations",
    },
    "power": {
        "p_sw_share_pct": 25.2,
        "power.share.sequential_pct": 42.5,
        "p_comb_share_pct": 19.3,
        "p_clk_share_pct": 38.2,
        "p_int_mw": 3.06,
        "power_density_nw_per_um2": 578,
        "max-vdd-ir-drop_uv": 354,
        "p_sw_mw": 1.03,
        "power_leakage_nw": 2.29,
    },
    "final_layout": {
        "fill_cells": 1192,
        "seq_area_sq_um": 4350,
        "drive_gt1_share_pct": 14.6,
        "mi_logic_area_sq_um": 1610,
        "syn_to_final_growth_pct": 17.0,
    },
    "drt": {
        "detail_route.wl_per_cell_um": 20.3,
        "first_pass_iters": 6,
        "drt-total-wl_mm": 11.8,
        "drt_iter0_drc": 270,
        "antenna_cells": 0,
        "vias": 3172,
        "ant_nets": 0,
        "viasPerCell": 5.45,
        "drc": 0,
    },
    "global_routing": {
        "grt.overflow.total": 0,
        "grt_util_all_layers_pct": 17.4,
        "grt_pass1_wl_mm": 18.5,
        "grt_max_degree": 29,
        "grt_antenna_before_repair": 0,
        "grt_pass1_vias": 3293,
    },
    "die": {
        "initial_core_util_pct": 41.4,
        "top_level_ports": 22,
        "die_w_um": 125,
        "chip_area_sq_um": 15600,
        "core_area_sq_um": 14600,
        "die_y_um": 125,
        "rows": 44,
    },
    "placement": {
        "portBuffers": 21,
        "pre_cts_slack_ns": 0.518,
        "gp_congestion": 0.842,
        "place_hpwl_mm": 7.55,
    },
    "worst_hold_path": {
        "hold_path_class": "reg2reg",
    },
    "critical_path": {
        "worst_ep_arrival_time_ns": 3.68,
        "path_max_fanout": 8,
        "cp_data_required_time_ns": 4.63,
        "critPathLaunchType": "input pin",
        "criticalPathCategory": "in2reg",
        "endpoint_kind": "flip-flop",
    },
    "flow_run": {
        "tool_warnings": 28,
        "maxCapViolations": 0,
    },
}
==> metrics by stage <==
| step | instance area [sq um] | hold WS [ns] | utilization (%) | power, mW | std cells |
|---|---|---|---|---|---|
| after floorplan | 6060 | 0.532 | - | 2.33 | 359 |
| after global placement | 6450 | 0.562 | 44.1 | 2.56 | 550 |
| after detailed placement | 6450 | 0.569 | 44.1 | 2.56 | 550 |
| after CTS | 7090 | 0.581 | 48.4 | 4.13 | 582 |
| after global routing | 7090 | 0.622 | 48.4 | 4.28 | 582 |
| final | 7090 | 0.579 | 48.4 | 4.10 | 582 |
==> cells by family (layout without fill, tap and decap cells) <==
group	Yosys count	in the layout
DFF	149	149
AOI/OAI and AO/OA	63	63
and+or+nand+nor	57	57
muxes	49	49
buffers and inverters	26	65
adders and majority gates	9	9
xor gates and xnor gates	6	6
==> power groups by stage <==
| stage | registers [mW] | logic [mW] | clock network (mW) |
|---|---|---|---|
| after global routing | 1.75 | 0.868 | 1.66 |
| final | 1.74 | 0.790 | 1.57 |
| after CTS | 1.74 | 0.797 | 1.60 |
==> final timing paths <==
path           from      to  slack, ns  cells after the start
max              wr  cnt[4]       0.95                      9
min          cnt[2]  cnt[2]       0.58                      2
max reg2reg  cnt[0]  cnt[4]       1.50                      8
min reg2reg  cnt[2]  cnt[2]       0.58                      2
==> cell usage in the layout, fill, tap and decap left out, types with 4 or more instances in the layout <==
| cell type | synthesis | layout |
|---|---|---|
| ha_1 | 8 | 8 |
| clkdlybuf4s50_1 | 0 | 21 |
| buf_4 | 0 | 4 |
| edfxtp_1 | 136 | 136 |
| bufinv_16 | 0 | 5 |
| mux2i_1 | 33 | 33 |
| clkinv_1 | 0 | 4 |
| or3_1 | 4 | 4 |
| clkbuf_16 | 0 | 17 |
| inv_1 | 8 | 8 |
| o21ai_0 | 14 | 14 |
| a221oi_1 | 16 | 16 |
| a22oi_1 | 8 | 8 |
| dfxtp_1 | 13 | 12 |
| a21oi_1 | 9 | 9 |
| nand2_1 | 15 | 15 |
| nor2_1 | 26 | 26 |
| mux4_2 | 16 | 16 |
==> layer usage <==
layer  global-route usage (%)  routed length, um
met5                        0                  0
met4                     2.22                155
met3                     11.4               1480
met2                     25.9               5580
met1                     23.1               4620
==> state kept, by name, summed over array words and instances (netlist names) <==
register,count
dout,8
cnt,5
wptr,4
mem,128
rptr,4
==> layout make-up <==
type | count | share of cell area (%)
well taps | 184 | 3.25
flip-flops and latches | 149 | 61.3
repair buffers | 25 | 3.39
clock inverters | 15 | 2.95
multi-input cells | 184 | 22.7
inverters | 8 | 0.424
clock buffers | 17 | 6.00
==> critical path, cell delays in order <==
cell and delay (ns):
clkdlybuf4s50_1 0.69, inv_1 0.14, a21oi_1 0.42, inv_1 0.20, fa_1 0.45, a21o_1 0.21
a2111o_1 0.42, o211a_1 0.13, a211oi_1 0.15
Power figures rest on the tool's default switching activity, not on a simulated workload.
